[design/flow/constraint.sdc]
current_design Mealy00

set clk_period 1.1
set clk_io_pct 0.2

create_clock -name clk0 -period $clk_period [get_ports {Clock}]

set non_clock_inputs [all_inputs -no_clocks]
set_input_delay [expr $clk_period * $clk_io_pct] -clock clk0 $non_clock_inputs
set_output_delay [expr $clk_period * $clk_io_pct] -clock clk0 [all_outputs]
[design/flow/design.v]
module Mealy00  (Clock, Resetn, w, z);
    input Clock, Resetn, w;
    output reg z;
    reg [3:1] y, Y;                     
    parameter [3:1] A=3'b000,B=3'b001,C=3'b010,D=3'b011,E=3'b100;
    initial y=3'b000;
    initial Y=3'b000;
    always @(w,y)
        case(y)
            A: if(w) begin
                z=0;
                Y=B;
            end
            else begin
                z=0;
                Y=A;
            end
            B: if(w) begin
                z=0;
                Y=C;
            end
            else begin
                z=0;
                Y=A;
            end
            C: if(w) begin
                z=0;
                Y=C;
            end
            else begin
                z=0;
                Y=D;
            end
            D: if(w) begin
                z=1;
                Y=E;
            end
            else begin
                z=0;
                Y=A;
            end
            E:if(w) begin
                z=0;
                Y=C;
            end
            else begin
                z=0;
                Y=A;
            end
            default: begin
                z=0;
                Y=3'bxxx;
            end
        endcase
    always @(negedge Resetn, posedge Clock) begin
         if(Resetn==0) y<=A;              
        else y<=Y;
    end
endmodule
[design/flow/config.mk]
export PLATFORM = sky130hd
export DESIGN_NAME = Mealy00
export DESIGN_NICKNAME = Mealy00
export VERILOG_FILES = /design/flow/design.v
export SDC_FILE = /design/flow/constraint.sdc
export NUM_CORES = 4
export LEC_CHECK = 1
export CORE_AREA = 10 10 70 70
export DIE_AREA = 0 0 80 80
[design/flow/run.sh]
#!/bin/bash
# OpenROAD 26Q1-2900-gdf79404cd8, Yosys 0.63+post, stock flow scripts
make -C /OpenROAD-flow-scripts/flow DESIGN_CONFIG=/design/flow/config.mk WORK_HOME=/design/flow/orfs finish
==> qor.txt <==
CP endpoint kind: flop
Die Wd: 80 µm
ys cells: 12
largest net degree at the start of global routing: 7
Fmax achieved: 817 MHz
Avg WL per Cell: 6.49 µm
core area: 3420 µm²
Top reg by flops: y
Async S/R FF share, synth: 1.00
first-pass GRT wire length: 772 µm
setup TNS: -0.225 ns
vias per cell: 2.09
Root Buffer: clkbuf_4
Placed Cells incl. Taps: 65
Setup Skew: 0.000476 ns
yosys xor share: 0.0547
vias in the first global route: 186
Cell area leaders: dfrtp_1, and4b_2, and4bb_1
tool warning count: 27
cells on worst reg2reg path: 3
Synth Register Bits: 3
Worst-path clk slew: 0.04 ns
violated checks: setup timing
drt initial violations: 13
Routed Wire Length: 454 µm
GRT Overall Usage: 0.0155
Mux cell area share: 0
area leader, netlist: dfrtp_1
critical-path maximum fanout: 5
Post-DP HPWL: 317 µm
vias: 146
biggest regs: y: 3 flops
slowest stage delay, CP: 0.39 ns
routability cong.: 0.709
clk sink count: 3
FILL cells: 410
Setup CP Type: flop to flop
Non-Filler Instances: 70
Final Cell Area: 309 µm²
Post-Syn Area per Cell: 13.3 µm²
antenna-violating nets left: 0
Unique cell types: 9
initial antenna violation count: 0
Final Cycle Share: 1.11
RR Endpoint: y[2]
CTS Hold Bufs: 0
CTS tree: done
CTS buffer count: 3
Adder Share, Synth: 0
Chip Area, Yosys: 160 µm²
PnR Total Power: 614 µW
CTS Buffer Depth: 2
Worst EP required: 1.20 ns
Hold Violations, Final: 0
H-Tree Depth: 1
die area: 6400 µm²
post-synthesis cell area: 160 µm²
PortBufs: 3
Leak: 0.127 nW
Dominant Register Cell: dfrtp_1
Clk Latency, worst-skew pair: 0.23 ns
initial core utilization: 0.0469
Tightest Hold Check Type: input pin to asynchronous set/reset pin
area grow syn2layout: 93.0%
Max-area cell share: 0.469
R2R setup slack: -0.12 ns
yosys aoi share: 0.0938
Max Cap Viol: 0
Least-Margin Pin Slew: 0.206 ns
Synth Warn #: 1
Fin Hold WS: 0.169 ns
Crit-path slowest cell: dfrtp_1
Max VDD drop: 0.000273 V
Final Setup Violations: 2
FP Rows: 21
Slew HR: 0.862
commonest cells in the netlist: dfrtp_1, and4b_2
crit path cell chain: buf_6, and4bb_2, or3_1
Die Y: 80 µm
Final Critical Period: 1.22 ns
Slew Limit Fails: 0
placed instance area: 278 µm²
dpl ws: -0.540 ns
DRT Pass-1 Iters: 2
Post-Synth Simple-Gate Area: 0.383
Power per Cell Area: 1990 nW/µm²
Synth top cell by count: dfrtp_1
RSZ-0062 raised after global routing: true
Layout Utilization: 0.0905
FF-to-FF Start: y[1]
Post-synth EDFFs: 0
sequential share of the synthesized area: 0.469
Largest logic family: simple AND/OR/NAND/NOR gates
grt total ovfl: 0
Final WS setup: -0.124 ns
crit path DAT: 1.33 ns
max FFs per register: 3
crit path buf inv count: 1
largest delay contributor family on the critical path: simple AND/OR/NAND/NOR gates
Mapped Cells: 12
boundary pin count: 4
DRC: 0
CP Launch Type: flop
# diodes: 0
outcome: finished, violations left
layout cells sized above 1: 0.500
==> power by group <==
part | leakage, nW | switching, mW | internal (mW)
Sequential | 0.0391 | 0.0251 | 0.149
Combinational | 0.0728 | 0.0872 | 0.153
Clock | 0.0150 | 0.0637 | 0.136
==> placed cells by master (no fill, tap or decap) <==
master / netlist / final
or3_1: 1 / 1
and4bb_1: 1 / 1
clkbuf_1: 0 / 1
buf_4: 0 / 4
nor3b_1: 1 / 1
clkdlybuf4s50_1: 0 / 1
o31ai_1: 1 / 1
and4b_2: 2 / 2
dfrtp_1: 3 / 3
clkbuf_4: 0 / 3
xnor2_1: 1 / 1
o211ai_1: 1 / 1
dlygate4sd2_1: 0 / 1
buf_6: 0 / 1
and4bb_2: 1 / 1
buf_2: 0 / 1
==> worst max-delay path by stage <==
stage	startpoint	to	slack (ns)	cells after the start
final	y[1]	y[2]	-0.12	3
after CTS	y[1]	y[2]	-0.13	3
after global routing	y[3]	y[2]	-0.16	3
==> cells by family after synthesis <==
logic type	after synthesis
and+or+nand+nor	6
DFF	3
AOI/OAI and AO/OA	2
xor gates and xnor gates	1
==> routing by layer <==
layer	share of wire	global-route usage	vias to the layer above
met5	0	0	-
met3	0.12	0.0136	0
li1	-	-	73
met4	0	0.00880	0
met2	0.34	0.0161	4
met1	0.54	0.0200	69
==> timing repair <==
action / 4_1_cts / 5_1_grt
setup endpoints to repair: 2 / 2
endpoints found under the hold margin: 0 / 0
gates resized: 5 / 0
pin swaps: 2 / 0
setup buffers: 2 / 0
cloned: 0 / 0
==> final cells by class <==
| cell class | instances | area, µm² | area share |
|---|---|---|---|
| repair buffers | 8 | 65.1 | 0.211 |
| well taps | 46 | 57.6 | 0.186 |
| flip-flops and latches | 3 | 75.1 | 0.243 |
| clock buffers | 4 | 26.3 | 0.0850 |
| multi-input cells | 9 | 85.1 | 0.275 |
Power is estimated from default activity; no workload was simulated.
