==> /design/flow/constraint.sdc <==
current_design Moore00

set clk_period 1.9
set clk_io_pct 0.2

create_clock -name clk0 -period $clk_period [get_ports {Clock}]

set non_clock_inputs [all_inputs -no_clocks]
set_input_delay [expr $clk_period * $clk_io_pct] -clock clk0 $non_clock_inputs
set_output_delay [expr $clk_period * $clk_io_pct] -clock clk0 [all_outputs]
==> /design/flow/run.sh <==
#!/bin/bash
# OpenROAD 26Q1-2900-gdf79404cd8, Yosys 0.63+post, stock flow scripts
make -C /OpenROAD-flow-scripts/flow DESIGN_CONFIG=/design/flow/config.mk WORK_HOME=/design/flow/orfs finish
==> /design/flow/config.mk <==
export PLATFORM = sky130hd
export DESIGN_NAME = Moore00
export DESIGN_NICKNAME = Moore00
export VERILOG_FILES = /design/flow/design.v
export SDC_FILE = /design/flow/constraint.sdc
export NUM_CORES = 4
export LEC_CHECK = 1
export CORE_AREA = 10 10 70 70
export DIE_AREA = 0 0 80 80
==> /design/flow/design.v <==
module Moore00 (Clock, Resetn, w, z);
    input Clock, Resetn, w;
    output z;
    reg [3:1] y, Y;                     
    parameter [3:1] A=3'b000,B=3'b001,C=3'b010,D=3'b011,E=3'b100;
    initial y=3'b000;
    initial Y=3'b000;
    always @(w,y)
        case(y)
            A: if(w) Y=B;
                else Y=A;
            B: if(w) Y=C;
                else Y=A;
            C: if(w) Y=C;
                else Y=D;  
            D: if(w) Y=E;
                else Y=A;
            E: if(w) Y=C;
                else Y=A;
            default: Y=3'bxxx;
        endcase
    always @(negedge Resetn, posedge Clock) begin
        if(Resetn==0) begin
        y<=A;              
        end
        else y<=Y;                       
    end
    assign z=(y==E);                     
endmodule
==> impl_metrics.xml <==
<?xml version="1.0" encoding="UTF-8"?>
<metrics>
  <group name="timing">
    <metric name="setup_tns" unit="ns">0</metric>
    <metric name="timing.slew.headroom" unit="">0.8322</metric>
    <metric name="rsz_0062_raised_after_global_routing" unit="">false</metric>
    <metric name="timing.final.crit_share" unit="">0.9244</metric>
    <metric name="hold_viol_final" unit="">0</metric>
    <metric name="hold_ws" unit="ns">0.3312</metric>
    <metric name="clock.fmax" unit="MHz">569.4</metric>
    <metric name="setup_violations" unit="">0</metric>
    <metric name="period_minus_slack" unit="ns">1.756</metric>
    <metric name="drv_slew" unit="">0</metric>
    <metric name="max_slew.worst_pin.slew" unit="ns">0.2509</metric>
    <metric name="worst_clock_skew" unit="ns">0.001371</metric>
  </group>
  <group name="cells_and_area">
    <metric name="layout-drive-gt1-share" unit="">0.1905</metric>
    <metric name="synthToLayoutAreaGrowth" unit="%">78.45</metric>
    <metric name="stdcell_count" unit="">67</metric>
    <metric name="registers.top_by_ff_count" unit="">y</metric>
    <metric name="reg_top3" unit="">y: 3 flops</metric>
    <metric name="number_of_flip_flops_in_the_largest_register" unit="">3</metric>
  </group>
  <group name="setup_path">
    <metric name="crit_path_end_kind" unit="">output pin</metric>
    <metric name="critical_path.max_stage_delay" unit="ns">0.46</metric>
    <metric name="buf_inv_stages_crit_path" unit="">1</metric>
    <metric name="crit_path_start" unit="">y[1]$_DFF_PN0_</metric>
    <metric name="worst-setup-path-type" unit="">register to output pin</metric>
    <metric name="critical_path.reg2reg.endpoint" unit="">y[2]$_DFF_PN0_</metric>
    <metric name="path_delay_family" unit="">buffers and inverters</metric>
    <metric name="timing.critical_path.to" unit="">z</metric>
    <metric name="critPathRequiredTime" unit="ns">1.52</metric>
    <metric name="cp_slowest_cell" unit="">clkdlybuf4s50_1</metric>
    <metric name="critical_path_peak_fanout" unit="">5</metric>
    <metric name="critical_path.reg2reg.startpoint" unit="">y[1]$_DFF_PN0_</metric>
    <metric name="worstPathCellList" unit="">nor2_1, and2_1, clkdlybuf4s50_1</metric>
    <metric name="worstSetupPathDepth" unit="">3</metric>
    <metric name="type_of_element_launching_the_critical_path" unit="">register</metric>
    <metric name="timing.critical_path.arrival" unit="ns">1.38</metric>
    <metric name="rrSetupSlack" unit="ns">0.90</metric>
    <metric name="r2r_cells" unit="">2</metric>
  </group>
  <group name="detailed_routing">
    <metric name="avgViaCountPerCell" unit="">1.821</metric>
    <metric name="drt_first_iter_violations" unit="">18</metric>
    <metric name="route.detailed.drc" unit="">0</metric>
    <metric name="dr.pass1.iters" unit="">2</metric>
    <metric name="detail_route.wl_per_cell" unit="microns">5.239</metric>
    <metric name="final_antenna_net_count" unit="">0</metric>
    <metric name="routed_wirelength" unit="microns">351</metric>
    <metric name="insertedDiodeCount" unit="">0</metric>
    <metric name="routed-via-count" unit="">122</metric>
  </group>
  <group name="clock_tree">
    <metric name="clock_tree.htree_level_count" unit="">1</metric>
    <metric name="cts.repair_timing.setup_buffer_count" unit="">0</metric>
    <metric name="cts-resized-gates" unit="">0</metric>
    <metric name="cts_inserted_buffers" unit="">3</metric>
    <metric name="clkLatencyLatePin" unit="ns">0.23</metric>
    <metric name="cts.clk_slew.worst_paths" unit="ns">0.04</metric>
    <metric name="root_buffer" unit="">clkbuf_4</metric>
    <metric name="tritoncts" unit="">built</metric>
    <metric name="postCtsHoldBufs" unit="">0</metric>
    <metric name="number_of_sinks_handled_by_clock_tree_synthesis" unit="">3</metric>
    <metric name="buffer_depth_of_the_longest_clock_path" unit="">2</metric>
  </group>
  <group name="floorplanning">
    <metric name="floorplan.core_util" unit="">0.04249</metric>
    <metric name="placement_rows" unit="">21</metric>
    <metric name="design.die.area" unit="sq um">6400</metric>
    <metric name="floorplan.io_pins" unit="">4</metric>
    <metric name="die_height" unit="microns">80</metric>
    <metric name="die_width" unit="microns">80</metric>
    <metric name="coreArea" unit="sq um">3416</metric>
  </group>
  <group name="yosys">
    <metric name="synth_async_sr_flop_share" unit="">1.000</metric>
    <metric name="ys_seq_frac" unit="">0.5172</metric>
    <metric name="yosys_warnings" unit="">1</metric>
    <metric name="postSynthCellCount" unit="">14</metric>
    <metric name="yosys_area" unit="sq um">145.1</metric>
    <metric name="mapped_area" unit="sq um">145.1</metric>
    <metric name="ys.flops" unit="">3</metric>
    <metric name="yosys.area.top_type_share" unit="">0.5172</metric>
    <metric name="synth_area_leader_cell" unit="">dfrtp_1</metric>
    <metric name="synth.avg_cell_area" unit="sq um">10.37</metric>
    <metric name="yosys_most_used_dff" unit="">dfrtp_1</metric>
    <metric name="yosys-top-cells-count" unit="">dfrtp_1 (3), nor2_1 (2)</metric>
    <metric name="synth-cells-yosys" unit="">14</metric>
    <metric name="ys_top_cells_by_area" unit="">dfrtp_1 (52%), o221ai_1 (6.0%), o32ai_1 (6.0%), or3b_1 (6.0%), xnor2_1 (6.0%)</metric>
    <metric name="yosysUniqueCellTypes" unit="">11</metric>
    <metric name="synth-edff-count" unit="">0</metric>
    <metric name="netlist.top_cell.by_instances" unit="">dfrtp_1</metric>
  </group>
  <group name="global_route">
    <metric name="grt_start_max_net_pins" unit="">7</metric>
    <metric name="globalRouteTotalUtil" unit="">0.01228</metric>
    <metric name="grt_pass1_vias" unit="">132</metric>
    <metric name="globalRouteOverflowTotal" unit="">0</metric>
    <metric name="global_route_wire_length_before_repair" unit="microns">572</metric>
    <metric name="grt_antenna_before_repair" unit="">0</metric>
  </group>
  <group name="power">
    <metric name="p_total" unit="uW">303.2</metric>
    <metric name="leakagePower" unit="nW">0.08784</metric>
    <metric name="power.share.sequential" unit="">0.374</metric>
    <metric name="power_per_cell_area" unit="nW/um^2">1171</metric>
    <metric name="switching_share" unit="">0.2967</metric>
    <metric name="internal_power" unit="uW">213.2</metric>
    <metric name="combPwrFrac" unit="">0.261</metric>
    <metric name="power_switching" unit="uW">89.97</metric>
    <metric name="max-vdd-ir-drop" unit="V">0.0001625</metric>
    <metric name="clock_power_share" unit="">0.365</metric>
  </group>
  <group name="place">
    <metric name="gpl.final_weighted_congestion" unit="">0.6285</metric>
    <metric name="place_hpwl" unit="microns">267.4</metric>
    <metric name="port_buffers" unit="">3</metric>
    <metric name="numPlacedInstances" unit="">63</metric>
  </group>
  <group name="job">
    <metric name="tool_warnings" unit="">25</metric>
    <metric name="maxCapViolations" unit="">0</metric>
  </group>
  <group name="outcome">
    <metric name="status" unit="">finished, final reports clean</metric>
  </group>
  <group name="hold_path">
    <metric name="hold_path.class" unit="">input port to async pin</metric>
  </group>
</metrics>
cells by family (layout without fill, tap and decap cells):
logic type / count (synthesis) / count (layout) / share of synthesized area
AND-OR/OR-AND: 2 / 2 / 0.1207
XOR/XNOR: 1 / 1 / 0.06036
buffers and inverters: 1 / 8 / 0.02584
flip-flops: 3 / 3 / 0.5172
AND/OR/NAND/NOR: 7 / 7 / 0.2759
worst min-delay path by stage:
stage                 to  cells after the start
6_report  y[1]$_DFF_PN0_                      1
5_1_grt   y[3]$_DFF_PN0_                      1
4_1_cts   y[2]$_DFF_PN0_                      1
power by group through the flow:
stage / clock network (mW) / registers [mW] / logic [mW]
finish: 0.111 / 0.113 / 0.0792
global route: 0.120 / 0.121 / 0.0884
CTS: 0.117 / 0.112 / 0.0796
metrics by stage:
| step | worst slack (ns) | utilization | cell area [sq um] |
|---|---|---|---|
| 6_report | 0.1436 | 0.07582 | 259.0 |
| 5_1_grt | 0.05355 | 0.07582 | 259.0 |
| 4_1_cts | 0.1234 | 0.07582 | 259.0 |
| 3_5_place_dp | 0.3773 | 0.06813 | 232.7 |
| 3_3_place_gp | 0.3968 | 0.06813 | 232.7 |
| 2_1_floorplan | 0.9106 | - | 145.1 |
layout by cell type (no fill, tap or decap), drive strengths merged:
master and n:
or2 1, inv 1, nand3b 1, nand2 1, xnor2 1, clkbuf 4, and2 1, o32ai 1
or3b 1, o221ai 1, clkdlybuf4s50 3, dfrtp 3, nor2 2
layer usage:
metal | up-vias | part of all wire | global-route usage
met5 | - | 0 | 0
met4 | 0 | 0 | 0.007042
met3 | 0 | 0.25 | 0.01932
met2 | 4 | 0.30 | 0.01043
met1 | 56 | 0.44 | 0.01265
li1 | 62 | - | -
area by class of cell:
class | instances | area [sq um]
flip-flops and latches | 3 | 75.07
repair buffers | 3 | 30.03
fillers | 399 | 3157
well taps | 46 | 57.56
inverters | 1 | 3.754
clock buffers | 4 | 26.28
multi-input cells | 10 | 66.31
Power and IR drop assume default switching activity.
